File: flow/run.sh
#!/bin/bash
# OpenROAD 26Q1-2900-gdf79404cd8, Yosys 0.63+post, stock flow scripts
make -C /OpenROAD-flow-scripts/flow DESIGN_CONFIG=/design/flow/config.mk WORK_HOME=/design/flow/orfs finish
File: flow/config.mk
export PLATFORM = sky130hd
export DESIGN_NAME = ALU
export DESIGN_NICKNAME = ALU
export VERILOG_FILES = /design/flow/design.v
export SDC_FILE = /design/flow/constraint.sdc
export NUM_CORES = 4
export LEC_CHECK = 1
export CORE_UTILIZATION = 30
File: flow/constraint.sdc
current_design ALU

set clk_period 14.8
set clk_io_pct 0.2

create_clock -name clk0 -period $clk_period

set non_clock_inputs [all_inputs -no_clocks]
set_input_delay [expr $clk_period * $clk_io_pct] -clock clk0 $non_clock_inputs
set_output_delay [expr $clk_period * $clk_io_pct] -clock clk0 [all_outputs]
File: flow/design.v
module ALU(Zero,ALUresult,A,B,AluOp);
output			Zero;
output	reg	[31:0]	ALUresult; 
input  		[31:0]	A,B;
input 		[ 3:0]	AluOp;
assign Zero = (ALUresult==0);
always@(AluOp,A,B)
	begin
		case (AluOp)
			4'b0000 : ALUresult<= A&B;   	 	 
			4'b0001 : ALUresult<= A|B;		 
			4'b0010 : ALUresult<= A+B;			 
			4'b0110 : ALUresult<= A-B;		 
			4'b0111 : ALUresult<= (A<B)?32'd1:32'd0;	 
			4'b1100 : ALUresult<= (A^B);	 
			4'b1101 : ALUresult<= A<<B; 	 
			4'b1110 : ALUresult<= A>>B;			 
			4'b1000 : ALUresult<= A>>>B;	 
			default : ALUresult <=0;
		endcase
	end
endmodule
module Add(Result,A,B);
	output  reg [31:0] Result;
	input 		[31:0] A,B;
always @(A,B)
begin
	Result=A+B;
end
endmodule
==> Slide: Implementation Results <==
Implementation Results

Run status
  • Status: finished clean

Final timing
  • Fin Setup TNS: 0 ns
  • Final setup fails: 0
  • Tmin final: 11.88 ns
  • Final Hold Violation Tally: 0
  • Final Hold Slack: 7.14 ns
  • Slew @ Worst Pin: 1.05 ns
  • Final period util: 0.803
  • Max-slew violations: 0
  • Fmax: 84.2 MHz
  • RSZ-0062 raised after global routing: false
  • Slew headroom: 0.295
  • Final critical-path setup slack: 2.92 ns

Worst setup path
  • CP arrival: 8.92 ns
  • Slowest cell on crit path: a2111oi_0
  • Worst endpoint required time: 11.84 ns
  • Crit-path cells: buf_2 > buf_4 > clkinv_1 > buf_4 > ha_1 > o21bai_1 > a2111oi_0 > nor4_1 > a211oi_1 > xnor2_1 > a2111o_1 > or4b_1 > or4_1 > nor4_2 > nand4b_1 > nor3_2 > clkdlybuf4s50_1
  • Delay of the slowest critical-path stage: 0.67 ns
  • Worst-path maximum fanout: 61
  • Worst Setup End Kind: primary output
  • CP dominant cell by count: buf_4
  • Critical path class: in2out
  • CP Launch Type: input port

Clocking
  • Hold_buf cts: 0
  • Post-cts repair resize count: 0
  • Setup bufs post-CTS: 0

Synthesis
  • Top cells by area: ha_1, mux4_2, nand2_1, a21oi_1, nor2_1
  • Syn. warnings: 1
  • Synth Instances: 1,336
  • Mapped Area: 0.00937 mm2
  • Cell Type Count: 83
  • Syn Area/Cell: 7.01 um2
  • Top cells by count: nand2_1, nor2_1, a21oi_1, ha_1, inv_1
  • Top-area cell share: 0.130
  • Area leader, netlist: ha_1
  • YS chip area: 0.00937 mm2
  • Count leader, synth: nand2_1
  • # Cells Yosys: 1,336
  • Register share after synthesis: 0

Cells and area
  • Clock buf count: 0
  • Share of cells above drive strength 1: 0.0817
  • Number of fill cells: 3,284
  • Reg area: 0 um2
  • Flip-flops: 0
  • P&R area growth vs syn: 13.5%

Hold path
  • HP Class: in2out

GRT
  • Largest net degree at the start of global routing: 62
  • Vias in the first global route: 10,900
  • GRT Total Usage: 0.316
  • GR Overflow Total: 0
  • Global-route wire length before repair: 72.7 mm
  • Initial antenna violation count: 2

Floorplanning
  • Die width: 179 um
  • DIE AREA: 0.0319 mm2
  • Core Util at FP: 0.305
  • Floorplan Core Area: 0.0307 mm2
  • Die H: 179 um
  • Cell Rows: 64
  • Io pins: 101

Detailed routing
  • Vias/cell: 6.63
  • Avg WL per Cell: 28.2 um
  • Antenna Nets Post-Route: 0
  • Initial DRC count: 1,399
  • 1st-pass router iterations: 5
  • Total routed wirelength: 49.5 mm
  • Remaining DRCs: 0
  • Vias post-DR: 11,600

Run
  • Stage-log warning count: 97
  • Max cap viols: 0

Place
  • GPL Wtd Cong: 1.06
  • Post-Place Worst Slack: 3.02 ns
  • Hpwl dp: 38.6 mm
  • Buffers on Ports: 101

Pwr
  • Worst IR Drop VDD: 0.0000186 V
  • Leakage: 4.17 nW
  • Power Total: 0.405 mW
  • Sw Pwr: 0.247 mW
  • Switching part of the total: 0.610
  • P per Cell Area: 38.1 mW/mm2
  • Internal Power: 0.158 mW
[layer usage]
layer,wire length (um),GRT usage,part of all wire
met4,2180,0.107,0.044
met3,4840,0.0556,0.098
met2,21200,0.472,0.43
met1,21200,0.460,0.43
met5,0,0,0
[kinds of logic (layout without fill, tap and decap cells)]
logic type | Yosys count | in the layout | synth area share
AND-OR/OR-AND | 447 | 447 | 0.326
multiplexers | 107 | 107 | 0.191
XOR/XNOR | 6 | 6 | 0.00561
other | 0 | 1 | 0
adder cells (fa/ha/maj) | 99 | 99 | 0.134
buffers and inverters | 202 | 225 | 0.0876
AND/OR/NAND/NOR | 475 | 475 | 0.256
[area by class of cell]
class	instances	area, um2	share of cell area
Antenna cell	1	2.50	0.000235
Tap cell	396	495	0.0466
Inverter	98	368	0.0346
Timing Repair Buffer	127	1190	0.112
Multi-Input combinational cell	1134	8570	0.806
[worst paths after layout]
| kind | from | endpoint | slack [ns] | cells past startpoint |
|---|---|---|---|---|
| min | B[3] | ALUresult[3] | 7.14 | 8 |
| max | B[2] | Zero | 2.92 | 17 |
[worst max-delay path, delay by kind of cell]
family	cells	cell delay (ns)
compound gates	4	1.90
xor+xnor	1	0.13
fa+ha+maj	1	0.49
buf+inv	5	1.59
simple gates	6	1.80
[cells in the final DEF (no fill, tap or decap), drive strengths merged, types with 36 or more instances in the layout]
master / n
nor2: 104
a21oi: 97
mux4: 54
inv: 96
nand2: 130
nor3: 46
mux2i: 36
ha: 97
clkdlybuf4s50: 97
nand3: 37
o21ai: 73
[per-stage QoR]
stage | area (um2) | utilization | instances
after floorplan | 9370 | - | 1336
after global placement | 10600 | 0.346 | 1755
after detailed placement | 10600 | 0.346 | 1755
after CTS | 10600 | 0.346 | 1755
after global routing | 10600 | 0.346 | 1755
final | 10600 | 0.347 | 1756
[power groups by stage]
stage         Clock (mW)  Combinational (mW)  Sequential [mW]
CTS                    0               0.395                0
global route           0               0.431                0
Power and IR drop assume default switching activity.
