--- ./config.mk ---
export PLATFORM = sky130hd
export DESIGN_NAME = Mux4
export DESIGN_NICKNAME = Mux4
export VERILOG_FILES = /design/flow/design.v
export SDC_FILE = /design/flow/constraint.sdc
export NUM_CORES = 4
export LEC_CHECK = 1
export CORE_AREA = 10 10 84 84
export DIE_AREA = 0 0 94 94
--- ./constraint.sdc ---
current_design Mux4

set clk_period 1.1
set clk_io_pct 0.2

create_clock -name clk0 -period $clk_period

set non_clock_inputs [all_inputs -no_clocks]
set_input_delay [expr $clk_period * $clk_io_pct] -clock clk0 $non_clock_inputs
set_output_delay [expr $clk_period * $clk_io_pct] -clock clk0 [all_outputs]
--- ./design.v ---
module Mux2(Out,I0,I1,Sel);  
output [31:0] Out;
input  [31:0] I0,I1;
input  Sel;
assign Out=(~Sel)?I0:I1;
endmodule
module Mux4(Out,I0,I1,I2,I3,Sel);  
	output reg [31:0] Out;
	input  [31:0] I0,I1,I2,I3;
	input  [ 1:0] Sel;
always@(I0,I1,I2,I3,Sel)
begin
	case(Sel)
		2'b00: Out=I0;
		2'b01: Out=I1;
		2'b10: Out=I2;
		2'b11: Out=I3;
		default: Out=I0;
	endcase  
end
endmodule
--- ./run.sh ---
#!/bin/bash
# OpenROAD 26Q1-2900-gdf79404cd8, Yosys 0.63+post, stock flow scripts
make -C /OpenROAD-flow-scripts/flow DESIGN_CONFIG=/design/flow/config.mk WORK_HOME=/design/flow/orfs finish
==> run notes <==
flow finished, numbers: status complete, but fails checks, failing checks negative setup slack, FMAX 714 MHz, Ys Warns 1, count leader, synth mux4_2, total track usage 0.146, vias in the first global route 1466, Layout area overhead 193%, first-pass GRT wire length 9430 um, chip height 94 um, post-layout min period around 1.4 ns, # clk buffers 0, DRT iter0 DRCs 24, routability congestion estimate 0.810, Slew Viols, Final 0, Site Rows 26, leakage around 1.1 nW, core area 5200 sq um, via count 1212, worst hold path type input pin to primary output, drt total wl approximately 6700 um, CP required between 0.8 and 0.9 ns, CP max FO 5, Setup crit start kind input pin, cts hold-fix bufs 0, Largest cells by area mux4_2, buf_12, mux4_1, Rel. slew slack 0.927, max cap viols 0, Post-Synthesis Cells 39, chip area 8840 sq um, share of cells above drive strength 1 0.418, DRC violations left 0, WP data arrival about 1.2 ns, power per cell area 342 nW/um^2, largest net degree at the start of global routing 11, Pre-antenna DRT Iters 3, Setup violations, final 32, final core occ 0.458, Post-synth top cells mux4_2, buf_12, buf_2, antenna-violating nets left 0, dpl cells ~270, chip width 94 um, final hold vios 0, I/O Buffers about 160, crit share post-route 1.27, critical path, cell by cell buf_12, buf_12, buf_12, mux4_2, buf_2, Sequential Area 0 sq um, CP most frequent cell buf_12, RSZ-0062 raised after global routing true, distinct lib cells 5, hpwl dp 5690 um, grt ovf 0, Synth Cell Area a little over 800 sq um, Worst Tran Pin Value approximately 0.11 ns, final worst slack -0.301 ns, Dominant cell area share 0.829, type of destination of the critical path primary output, WL/cell 24.0 um, ys cells 39, Post-synth seq share 0, area leader, netlist mux4_2, DP Worst Slack -0.869 ns, Post-Layout Cell Count 280, CP max stage cell mux4_2, initial antenna violation count 2, YS chip area roughly 800 sq um, # IOs 162, Worst VDD drop 0.162 mV, flip-flops 0, post-DR vias/cell ~4.3, FP Core Util 0.156, syn avg cell area 20.9 sq um, slowest stage delay, CP 0.50 ns, Log Warnings 35, critical path class input pin to primary output
routing by layer:
| layer | up-vias | track usage | wire, um | share of wire |
|---|---|---|---|---|
| met5 | - | 0 | 0 | 0 |
| met4 | 0 | 0.00506 | 21 | 0.0031 |
| met3 | 2 | 0.0428 | 493 | 0.073 |
| met2 | 70 | 0.268 | 3760 | 0.56 |
| met1 | 589 | 0.173 | 2440 | 0.36 |
| li1 | 551 | - | - | - |
per-stage QoR:
stage	instance area (sq um)	setup TNS [ns]	hold slack (ns)	total power, mW
floorplan	823	-0.949	0.526	0.261
finish	2380	-7.74	0.833	0.816
detailed placement	2480	-26.78	1.33	0.988
CTS	2390	-8.54	0.831	0.839
global placement	2480	-26.66	1.32	0.983
global route	2380	-8.89	0.852	0.879
critical path, delay by kind of cell:
| kind | cells | cell delay (ns) |
|---|---|---|
| buf+inv | 4 | 0.45 |
| mux | 1 | 0.50 |
power breakdown:
group          switching [mW]  internal, mW
Clock                       0   0.000000243
Sequential                  0             0
Combinational           0.216         0.600
cell usage in the layout, fill, tap and decap left out:
cell | netlist | layout
diode_2 | 0 | 2
clkdlybuf4s15_1 | 0 | 1
dlygate4sd2_1 | 0 | 120
buf_12 | 3 | 6
buf_6 | 1 | 5
mux4_2 | 30 | 32
bufbuf_16 | 0 | 1
buf_8 | 0 | 1
buf_2 | 3 | 36
buf_16 | 0 | 3
buf_4 | 0 | 3
cells by family after synthesis:
kind of cell           Yosys count  share of synthesized area
buffers and inverters            7                      0.106
multiplexers                    32                      0.894
layout make-up:
class	instances	area (sq um)
diodes	2	5.00
repair buffers	176	1570
well taps	70	87.6
multi-input cells	32	721
fillers	525	2820
path summary, 6_finish.rpt:
| kind | start | endpoint | slack (ns) | cells after the start |
|---|---|---|---|---|
| worst max-delay path | Sel[0] | Out[23] | -0.30 | 5 |
| worst min-delay path | I3[28] | Out[28] | 0.83 | 3 |
timing repair:
item | in CTS | in global routing
gates cloned | 5 | 0
pin swaps | 0 | 0
endpoints found under the setup margin | 32 | 32
gates resized | 269 | 4
setup buffers | 6 | 1
Power figures rest on the tool's default switching activity, not on a simulated workload.
